File: ./run.sh
#!/bin/bash
# OpenROAD 26Q1-2900-gdf79404cd8, Yosys 0.63+post, stock flow scripts
make -C /OpenROAD-flow-scripts/flow DESIGN_CONFIG=/design/flow/config.mk WORK_HOME=/design/flow/orfs finish
File: ./config.mk
export PLATFORM = sky130hd
export DESIGN_NAME = BCD
export DESIGN_NICKNAME = BCD
export VERILOG_FILES = /design/flow/design.v
export SDC_FILE = /design/flow/constraint.sdc
export NUM_CORES = 4
export LEC_CHECK = 1
export CORE_AREA = 10 10 70 70
export DIE_AREA = 0 0 80 80
File: ./constraint.sdc
current_design BCD

set clk_period 2.1
set clk_io_pct 0.2

create_clock -name clk0 -period $clk_period

set non_clock_inputs [all_inputs -no_clocks]
set_input_delay [expr $clk_period * $clk_io_pct] -clock clk0 $non_clock_inputs
set_output_delay [expr $clk_period * $clk_io_pct] -clock clk0 [all_outputs]
File: ./design.v
`timescale 1ns / 1ps
module BCD(
    input s0,
    input s1,
    input s2,
    input s3,
    output a,
    output b,
    output c,
    output d,
    output e,
    output f,
    output g,
    output dp,
    output AN0,
    output AN1,
    output AN2,
    output AN3
    );
    wire s0_not, s1_not, s2_not, s3_not;
    not n0(s0_not, s0);
    not n1(s1_not, s1);
    not n2(s2_not, s2);
    not n3(s3_not, s3);
    wire a0, a1, b0, b1, d0, d1, d2, e0, f0, f1, f2, g00, g110, AN00, AN01;
    and g0(a0, s0, s1_not, s2_not, s3_not);
    and g1(a1, s0_not, s1_not, s2);
    or o0(a, a0, a1);
    and g2(b0, s2, s1_not, s0);
    and g3(b1, s2, s1, s0_not);
    or o1(b, b0, b1);
    and g4(c, s2_not, s1, s0_not);
    and g5(d0, s2, s1_not, s0_not);
    and g6(d1, s3_not, s2_not, s1_not, s0);
    and g7(d2, s2, s1, s0);
    or o2(d, d0, d1, d2);
    and g8(e0, s2, s1_not);
    or o3(e, s0, e0);
    and g9(f0, s3_not, s2_not, s0);
    and g10(f1, s1, s0);
    and g11(f2, s2_not, s1, s0_not);
    or o4(f, f0, f1, f2);
    and g12(g00, s3_not, s2_not, s1_not);
    and g13(g110, s2, s1, s0);
    or o5(g, g00, g110);
    and g14(AN00, s3, s1);
    and g15(AN01, s3, s2);
    or o6(AN0, AN00, AN01);
    or o7(dp, s0, s0_not);
    or o8(AN1, s0, s0_not);
    or o9(AN2, s0, s0_not);
    or o10(AN3, s0, s0_not);
endmodule
==> impl_metrics.json <==
{
  "dr.pass1.iters": 2,
  "yosys_area_um2": 188,
  "hold_path.class": "in2out",
  "yosysWarnings": 0,
  "antenna_left": 0,
  "crit_slowest_cell": "clkdlybuf4s50_1",
  "wire_per_inst_um": 7.61,
  "core_mm2": 0.00342,
  "netlist_area_um2": 188,
  "postPlaceCellArea_um2": 347,
  "path_delay_family": "buffers and inverters",
  "syn_inst": 25,
  "synth_area_leader_cell": "buf_4",
  "syn_to_final_growth_pct": 86.0,
  "endpoint": "g",
  "drive_gt1_share_pct": 21.6,
  "place_congestion": 0.727,
  "fin_crit_ns": 2.02,
  "hold_violations": 0,
  "gr-usage-all-layers_pct": 1.73,
  "path_cells": "dlygate4sd2_1 > or3_4 > nand2_1 > clkdlybuf4s50_1",
  "grt_overflow": 0,
  "die_area_mm2": 0.00640,
  "rsz0062_at_grt": "false",
  "setup_viol": 0,
  "slew_viol_final": 0,
  "hold-worst-slack_ns": 1.38,
  "status": "complete, no violations",
  "grt_max_degree": 9,
  "fillers": 406,
  "dp_hpwl_um": 528,
  "drcViolationCount": 0,
  "antennaDiodeCount": 0,
  "yosysTopAreaCellShare_pct": 20.0,
  "syn_area_per_cell_um2": 7.51,
  "vias_per_cell": 2.30,
  "worstSetupPathType": "in2out",
  "routed_wl_um": 632,
  "area_leaders": "buf_4, buf_6, a2bb2oi_2",
  "fin_tns_setup_ns": 0,
  "arrival_ns": 1.60,
  "fp-utilization_pct": 5.49,
  "synthTopCellsByCount": "buf_4, buf_6",
  "regArea_um2": 0,
  "die_h_um": 80,
  "leakage_uw": 0.000149,
  "num_vias": 191,
  "netlist-cell-type-count": 20,
  "crit_path_max_incr_delay_ns": 0.46,
  "postCtsSetupBuffers": 0,
  "postSynthSeqShare_pct": 0,
  "grt_pass1_wl_um": 903,
  "stdcell_area_um2": 349,
  "die_w_um": 80,
  "flops": 0,
  "critPathMaxFanout": 2,
  "crit_buf_inv": 2,
  "dr.first_iter.drc_count": 6,
  "p_per_area_mw_per_mm2": 154,
  "fmax_mhz": 495,
  "pin_count": 16,
  "cp-startpoint": "s1",
  "timing.final.crit_share_pct": 96.2,
  "critPathRequiredTime_ns": 1.68,
  "warnings": 32,
  "irDropWorstVdd_mv": 0.0191,
  "synth.most_common_cell": "buf_4",
  "path_depth": 4,
  "place.port_buffers": 12,
  "grt_pass1_vias": 174,
  "end_kind": "primary output",
  "rows": 21,
  "maxCapViolCount": 0,
  "clkbuf_count": 0,
  "cts_hold_buffers": 0,
  "crit_path_start_kind": "primary input",
  "antenna_found_initial": 0,
  "yosysCellCount": 25
}
## per-stage QoR
step	std cells	utilization [%]	setup WS [ns]	total power, µW
2_1_floorplan	28	-	0.662	28.9
6_report	83	10.2	0.0799	53.6
3_5_place_dp	83	10.1	-0.298	57.0
4_1_cts	83	10.1	0.00242	55.5
5_1_grt	83	10.2	0.0205	59.7
3_3_place_gp	83	10.1	-0.262	56.6
## tightest hold or removal path, stage by stage
cell            delay [ns]
dlygate4sd2_1         0.23
or3_4                 0.14
a2bb2oi_2             0.05
dlymetal6s2s_1        0.12
## where the power goes
group          leakage, µW  total, µW  switching (µW)  internal [µW]
Sequential               0          0               0              0
Combinational     0.000149       53.6            18.0           35.6
Clock                    0          0               0              0
Total             0.000149       53.6            18.0           35.6
## per-layer routing
metal  track usage (%)  routed length, µm
met5                 0                  0
met4                 0                  0
met3             0.682                 78
met2              2.65                240
met1              2.37                313
## cell usage in the layout, fill, tap and decap left out, drive strengths merged
master / n
or2b: 1
a21oi: 1
and2: 1
o21bai: 1
o21a: 1
buf: 4
nor3: 1
nand3: 1
inv: 1
clkdlybuf4s15: 1
conb: 4
o2bb2ai: 1
or2: 1
nand2: 1
clkdlybuf4s50: 6
dlygate4sd2: 4
a2bb2oi: 1
nor2b: 1
a21boi: 1
or3: 1
dlymetal6s2s: 1
or3b: 1
xor2: 1
## final cells by class
cell class	instances	area, µm²	area share [%]
inverter	1	3.75	1.08
multi-input combinational	20	135	38.7
tap	46	57.6	16.5
timing repair buffer	16	153	43.7
## timing repair
item                       in CTS  in global routing
pin swaps                       1                  0
gates resized                   9                  1
setup endpoints to repair       8                  1
cloned                          0                  0
## how the worst min path moves through the flow
stage	from	end	cells past startpoint
global route	s3	d	4
CTS	s3	a	4
finish	s1	d	4
## cell families (layout without fill, tap and decap cells)
kind of cell           after synthesis  count (layout)  share of synthesized area [%]
XOR/XNOR                             1               1                           4.67
AND/OR/NAND/NOR                      9               9                           32.0
AND-OR/OR-AND                        6               6                           27.3
buffers and inverters                8              17                           34.0
other                                1               4                           2.00
Power figures rest on the tool's default switching activity, not on a simulated workload.
