==> flow/design.v <==
`timescale 1ns / 1ps
module clk_div_disp(
    input clk,
    input reset,
    output slow_clk
    );
    reg[15:0] COUNT;
    assign slow_clk = COUNT[15];
    always@(posedge clk)
    begin
    if (reset)
        COUNT = 0;
    else
        COUNT = COUNT + 1;
    end
endmodule
`timescale 1ns / 1ps
module hexto7segment(
    input[3:0] x,
    output reg[6:0] r
    );
always @(*)
    case(x)
        4'b0000: r = 7'b0000001;
        4'b0001: r = 7'b1001111;
        4'b0010: r = 7'b0010010;
        4'b0011: r = 7'b0000110;
        4'b0100: r = 7'b1001100;
        4'b0101: r = 7'b0100100;
        4'b0110: r = 7'b0100000;
        4'b0111: r = 7'b0001111;
        4'b1000: r = 7'b0000000;
        4'b1001: r = 7'b0001100; 
        4'b1010: r = 7'b0001000; 
        4'b1011: r = 7'b1100000;
        4'b1100: r = 7'b0110001;
        4'b1101: r = 7'b1000010;
        4'b1110: r = 7'b0110000;
        4'b1111: r = 7'b0111000;
    endcase
endmodule
`timescale 1ns / 1ps
module time_multiplexing_main(
    input clk,
    input reset,
    input [15:0] sw,
    output [3:0] an,
    output [6:0] sseg
);
wire[6:0] in0, in1, in2, in3;
wire slow_clk;
hexto7segment c1 (.x(sw[3:0]), .r(in0));
hexto7segment c2 (.x(sw[7:4]), .r(in1));
hexto7segment c3 (.x(sw[11:8]), .r(in2));
hexto7segment c4 (.x(sw[15:12]), .r(in3));
clk_div_disp c5 (.clk(clk), .reset(reset), .slow_clk(slow_clk));
time_mux_state_machine c6(
    .clk(slow_clk),
    .reset(reset),
    .in0(in0),
    .in1(in1),
    .in2(in2),
    .in3(in3),
    .an(an),
    .sseg(sseg));
endmodule
`timescale 1ns / 1ps
module time_mux_state_machine(
    input clk,
    input reset,
    input [6:0] in0,
    input [6:0] in1,
    input [6:0] in2,
    input [6:0] in3,
    output reg[3:0] an,
    output reg[6:0] sseg
    );
reg[1:0] state;
reg[1:0] next_state;
always @(*) begin
    case(state)
        2'b00: next_state = 2'b01;
        2'b01: next_state = 2'b10;
        2'b10: next_state = 2'b11;
        2'b11: next_state = 2'b00;
    endcase
end
always @(*) begin
    case(state)  
        2'b00: sseg = in0;
        2'b01: sseg = in1;
        2'b10: sseg = in2;
        2'b11: sseg = in3;
    endcase
end
always @(*) begin
    case(state)  
        2'b00: an = 4'b1110;
        2'b01: an = 4'b1101;
        2'b10: an = 4'b1011;
        2'b11: an = 4'b0111;
    endcase
end
always @(posedge clk or posedge reset) begin
    if(reset)
         state <= 2'b00;
    else 
        state <= next_state;
end
endmodule
==> flow/run.sh <==
#!/bin/bash
# OpenROAD 26Q1-2900-gdf79404cd8, Yosys 0.63+post, stock flow scripts
make -C /OpenROAD-flow-scripts/flow DESIGN_CONFIG=/design/flow/config.mk WORK_HOME=/design/flow/orfs finish
==> flow/config.mk <==
export PLATFORM = sky130hd
export DESIGN_NAME = time_multiplexing_main
export DESIGN_NICKNAME = time_multiplexing_main
export VERILOG_FILES = /design/flow/design.v
export SDC_FILE = /design/flow/constraint.sdc
export NUM_CORES = 4
export LEC_CHECK = 1
export CORE_UTILIZATION = 30
==> flow/constraint.sdc <==
current_design time_multiplexing_main

set clk_period 2.7
set clk_io_pct 0.2

create_clock -name clk0 -period $clk_period [get_ports {clk}]

set non_clock_inputs [all_inputs -no_clocks]
set_input_delay [expr $clk_period * $clk_io_pct] -clock clk0 $non_clock_inputs
set_output_delay [expr $clk_period * $clk_io_pct] -clock clk0 [all_outputs]
==> qor.csv <==
metric,value,unit
diode insertion count for antenna repair,0,
layout cells sized above 1,0.362,
Setup crit end kind,primary output,
cycle use final,0.994,
cell class contributing the biggest share of worst-path delay,buffers and inverters,
cell count after synthesis,241,
Commonest flop,dfxtp_1,
Total Routing Usage GR,0.140,
Antenna Violating Nets Remaining,0,
WP buf/inv,3,
via total after detailed routing,1943,
Via density,4.96,
later-pin clock latency in the skew report,0.24,ns
number of placed I/O pins,29,
number of flops mapped to enable cells by yosys,0,
register pins left without a clock,4,
"Data arrival, critical path",2.14,ns
setup repair after global routing missed its margin,true,
total of endpoints with negative setup slack in the final report,0,
cells on worst reg2reg path,4,
count of endpoints without a timing constraint,8,
setup slack on the worst flop-to-flop path,1.07,ns
final clock skew,0.00285,ns
final global-route overflow total,0,
area of the mapped netlist,1970,um2
Placeable Area,6350,um2
beginning of the worst hold path,c5.COUNT[0],
most frequent cells in the layout,"46 x buf_4, 20 x nor2_1, 17 x ha_1",
"Slew Viols, Final",0,
CP Max Fanout,3,
count of final hold-check violations,0,
worst hold slack across all endpoints,0.438,ns
clock buffers created by TritonCTS,3,
TritonCTS clock tree,yes,
number of non-filler instances in the completed layout,392,
final critical-path required period,2.68,ns
most area-consuming cells after synthesis,"ha_1 17%, dfxtp_1 16%, mux2_2 5.1%",
Chip Footprint,6900,um2
CP Data Required Time,2.16,ns
most instantiated logic cell after routing,buf_4,
# rows,29,
pin count of the biggest net entering global routing,18,
total number of warnings across the stage logs,49,
relative slew slack,0.599,
Worst Hold Class,flip-flop to flip-flop,
cell occurring most often along the worst timing path,a21oi_2,
final routed wirelength across all metal layers,4.81,mm
"Registers, synthesis",20,
post-detailed-route wirelength per cell,12.3,um
YS chip area,1970,um2
HPWL after detailed placement,3.54,mm
clock transition at the register clock pins on the worst setup and hold paths after CTS,0.06,ns
Horiz. Die Dim,83.1,um
Synth async-reset ratio,0.200,
number of cell instances after yosys synthesis,241,
number of antenna violations at the first check in global routing,0,
Synth-to-Final Area Change,49.3,%
start-to-end type of the worst setup path,input port to primary output,
clk buf depth,2,
PD cells,250,nW/um2
Peak supply drop,0.411,mV
CTS root buffer,clkbuf_8,
reported leakage power,1.32,nW
share of the synthesized area in the top cell type,0.171,
max capacitance violation total,0,
reg-to-reg critical path startpoint,c5.COUNT[2],
Tightest Pin Transition,0.599,ns
Floorplan Utilization,0.310,
number of cells on the worst hold path,1,
height of the die,83.1,um
post-placement worst setup slack,-0.496,ns
final core utilization,0.463,
cell type with the highest aggregate area in the netlist,ha_1,
Buffers on Ports,28,
cell breakdown of the critical path,"clkdlybuf4s15_2, buf_4, ha_4, nor2b_2, a21oi_2, a21oi_2, or3_1, clkdlybuf4s50_1",
Crit path largest cell delay,0.41,ns
share of synthesized area occupied by flip-flops and latches,0.214,
router iterations before antenna repair,4,
Worst setup SP type,input port,
# placed instances,381,
critical path's slowest cell,clkdlybuf4s50_1,
H-tree level count,1,
Filler Cells Inserted,564,
Mapped Avg Cell Area,8.18,um2
iteration-0 DRC count of the detailed router,65,
achievable frequency,373,MHz
routability congestion estimate from global placement,0.891,
distinct cell type count after synthesis,44,
outcome,"complete, no violations",
Syn. warnings,3,
final setup slack of the worst path,0.0159,ns
DRC errors left,0,
wire length of the first global-routing pass,8.12,mm
endpoint of the most critical register-to-register path,c5.COUNT[13],
end point of the most critical hold path,c5.COUNT[0],
via count of the first global-routing pass,1791,
[per-stage QoR]
step,TNS (ns),total power [mW],cell area (um2)
4_1_cts,-0.000919,0.729,2860
3_3_place_gp,-3.00,0.500,2650
6_report,0,0.735,2940
2_1_floorplan,0,0.368,1970
3_5_place_dp,-3.06,0.501,2650
5_1_grt,-0.0359,0.787,2940
[worst max-delay path by stage]
stage | from | endpoint | depth (start not counted)
CTS | sw[5] | sseg[0] | 8
global route | sw[5] | sseg[1] | 8
finish | sw[5] | sseg[1] | 8
[cells in the mapped netlist, types with 2 or more instances]
| cell type | number |
|---|---|
| o211ai_1 | 8 |
| mux2i_1 | 10 |
| or3_1 | 5 |
| nand4_1 | 6 |
| a22o_1 | 3 |
| dfxtp_1 | 16 |
| and2_1 | 2 |
| nand2b_1 | 7 |
| clkbuf_1 | 10 |
| nor2_1 | 20 |
| a211o_1 | 2 |
| a221o_1 | 3 |
| a32oi_1 | 2 |
| inv_1 | 15 |
| xnor2_1 | 2 |
| mux2_2 | 9 |
| a21oi_1 | 14 |
| ha_1 | 27 |
| nand2_1 | 13 |
| dfrtp_1 | 3 |
| a22oi_1 | 2 |
| or4_1 | 2 |
| o31ai_1 | 3 |
| nor3_1 | 4 |
| nor2b_1 | 7 |
| nand3_1 | 4 |
| xor2_1 | 8 |
| and3b_1 | 2 |
| nor3b_1 | 2 |
| o21ai_0 | 11 |
| o22ai_1 | 5 |
| buf_2 | 2 |
[logic make-up after synthesis]
group,after synthesis,synth area share
fa+ha+maj,27,0.171
compound gates,59,0.201
mux,19,0.102
flops,20,0.214
xor+xnor,10,0.0444
simple gates,77,0.206
buf+inv,29,0.0603
[registers in the layout, indices dropped and copies added, names as in the netlist]
signal    count
c5.COUNT     16
c6.state      4
[area by class of cell]
class	count	area [um2]	area share
clock buffer	4	55.1	0.0187
inverter	15	56.3	0.0191
multi-input combinational	192	1610	0.547
sequential	20	422	0.143
tap	77	96.3	0.0328
timing repair buffer	84	702	0.239
[report_power, final]
part	switching (mW)	internal (mW)
Combinational	0.127	0.159
Clock	0.0765	0.129
Sequential	0.00254	0.240
[repair_timing]
action | in CTS | in global routing
setup buffers | 6 | 0
gates resized | 84 | 23
hold buffers | 0 | 0
hold endpoints to repair | 0 | 0
cloned | 2 | 0
setup endpoints to repair | 7 | 6
pin swaps | 16 | 8
[per-layer routing]
layer	global-route usage	part of all wire
met5	0	0
met4	0.00784	0.0039
met3	0.0131	0.025
met2	0.231	0.46
met1	0.212	0.51
Power and IR drop assume default switching activity.
